$ cat flow/run.sh
#!/bin/bash
# OpenROAD 26Q1-2900-gdf79404cd8, Yosys 0.63+post, stock flow scripts
make -C /OpenROAD-flow-scripts/flow DESIGN_CONFIG=/design/flow/config.mk WORK_HOME=/design/flow/orfs finish
$ cat flow/config.mk
export PLATFORM = sky130hd
export DESIGN_NAME = lab3_3
export DESIGN_NICKNAME = lab3_3
export VERILOG_FILES = /design/flow/design.v
export SDC_FILE = /design/flow/constraint.sdc
export NUM_CORES = 4
export LEC_CHECK = 1
export CORE_UTILIZATION = 30
$ cat flow/constraint.sdc
current_design lab3_3

set clk_period 6.2
set clk_io_pct 0.2

create_clock -name clk0 -period $clk_period [get_ports {clk}]

set non_clock_inputs [all_inputs -no_clocks]
set_input_delay [expr $clk_period * $clk_io_pct] -clock clk0 $non_clock_inputs
set_output_delay [expr $clk_period * $clk_io_pct] -clock clk0 [all_outputs]
$ cat flow/design.v
`timescale 1ns / 1ps
module clock_divider(clk,clk_div);
    input clk;
    output clk_div;
    parameter n = 26;
    reg[n-1:0]num;
    wire[n-1:0]next_num;
    always@(posedge clk)begin
        num <= next_num;
    end
    assign next_num = num + 1;
    assign clk_div = num[n-1];
endmodule
module lab03_1(clk,rst,en,dir,led);
    input clk,rst,en,dir;
    output[15:0] led;
    reg[15:0]led_next = 0;
    reg[15:0]led = 0;
    wire clk_div;
    clock_divider div(.clk(clk), .clk_div(clk_div));
    always@(posedge clk_div)begin
        led <= led_next;
    end
    always@(*)begin
        if(rst == 1)begin
            led_next = 16'b1000000000000000;
        end
        else begin
            if(en == 1 && dir == 0)begin
                led_next[14:0] = led[15:1];
                led_next[15] = led[0];
            end
            else if(en ==1 && dir == 1)begin
                led_next[0] = led[15];
                led_next[15:1] = led[14:0];
            end
            else begin
                led_next = led;
            end
        end
    end
endmodule
`timescale 1ns / 1ps
module lab3_3(clk, rst, en, speed ,led);
input clk;
input rst;
input en;
input speed;
output [15:0] led;
reg [15:0] ledM1A;
reg [15:0] ledM1B;
reg [15:0] ledM3;
reg [15:0] led_nextM1A;
reg [15:0] led_nextM1B;
reg [15:0] led_nextM3 ;
reg flag, n_flag;
reg dirA,n_dirA, n_dirB, dirB, dirC, n_dirC;
wire clk_div23;                     
wire clk_div25;
wire tmp_clock1, tmp_clock2;
clock_divider #(25) clkdiv1(.clk(clk), .clk_div(clk_div25));
clock_divider #(23) clkdiv2(.clk(clk), .clk_div(clk_div23));
assign tmp_clock1 = (speed == 0)? clk_div25: clk_div23;
assign tmp_clock2 = (speed == 0)? clk_div23: clk_div25;
always @(posedge tmp_clock1, posedge rst) begin
            if(rst) begin
                ledM3 <= 16'b0000111000000000;
                dirC <= 0;
            end
            else begin
                ledM3 <= led_nextM3;
                dirC <= n_dirC;
            end
end
always @(posedge tmp_clock2, posedge rst) begin
            if(rst) begin
                ledM1A <= 16'b1000000000000000;
                dirA <=1;
            end
            else begin
                ledM1A <= led_nextM1A;
                dirA <= n_dirA;
            end
end
always @(posedge tmp_clock2, posedge rst) begin
             if(rst) begin
                ledM1B <= 16'b0000000000000001;
                dirB <=0;
            end
            else begin
                ledM1B <= led_nextM1B;
                  dirB <= n_dirB;
            end
end
always@(*) begin
        led_nextM3 = ledM3;
        led_nextM1A = ledM1A;
        led_nextM1B = ledM1B;
        n_dirC = dirC;
        n_dirB = dirB;
        n_dirA = dirA;
    if(en ==1 ) begin
      if(dirA == 0)begin
         if(ledM1A == 16'b1000_0000_0000_0000) begin
                led_nextM1A =  ledM1A>> 1;
                n_dirA = 1;
            end
        else if(ledM1A != 16'b1000000000000000 ) begin
                 led_nextM1A =  ledM1A << 1;
                 n_dirA = dirA;
           end
     end
    else if(dirA == 1) begin
      if(ledM1A + ledM3 == 16'b0001111000000000 ||( ledM1A & ledM3 != 0) || ledM1A + ledM3 == 16'b0000111100000000 ||  ledM1A + ledM3 == 16'b00000111100000000 || ledM1A + ledM3 == 16'b0000001111000000  || ledM1A + ledM3 == 16'b0000000111100000 || ledM1A + ledM3 == 16'b0000000011110000) begin
               led_nextM1A =    ledM1A << 1;
               n_dirA = 0;
               end
      else begin
                 led_nextM1A =   ledM1A >> 1;  
                  n_dirA = dirA;
                 end
       end
      if(dirB == 1)begin
        if(ledM1B == 16'b0000000000000001) begin
            led_nextM1B =  ledM1B<< 1;
            n_dirB = 0;
            end
        else if(ledM1B != 16'b0000000000000001 ) begin
              led_nextM1B = ledM1B >> 1;
               n_dirB = dirB;
              end
      end
     else if(dirB == 0) begin
      if(ledM1B + ledM3 == 16'b0000000001111000 || (ledM1B & ledM3 !=0) || ledM1B + ledM3 == 16'b0000111100000000 ||  ledM1B + ledM3 == 16'b0000011110000000 || ledM1B + ledM3 == 16'b0000001111000000  || ledM1B + ledM3 == 16'b0000000111100000 || ledM1B + ledM3 == 16'b0000000011110000) begin
               led_nextM1B =    ledM1B >> 1;
               n_dirB = 1;
               end
      else begin
                 led_nextM1B =   ledM1B << 1;  
                 n_dirB = dirB;
                 end
            end
           if(dirC == 0)begin
            if(ledM3 == 16'b0000111000000000) begin
                 led_nextM3 =  ledM3 >> 1;
                 n_dirC =1;
            end
            else if(ledM3 != 16'b0000111000000000) begin
                 led_nextM3 =  ledM3 << 1;
                 n_dirC = dirC;
            end
        end
       else if(dirC == 1)begin
            if(ledM3 == 16'b0000000001110000) begin
                 led_nextM3 =  ledM3 << 1;
                n_dirC = 0;
            end
        else if(ledM3 != 16'b0000000001110000) begin
              led_nextM3 =  ledM3 >> 1;
              n_dirC = dirC;
         end
        end
        end
end
assign led = ledM1A | ledM1B | ledM3;
endmodule
==> impl_metrics.ini <==
; implementation run metrics
[layout]
design_area_um2 = 7167
fin_cells = 1026
drive_above_1_share = 0.05593
fin_util = 0.3377
layout_top_cell = nor2_1
layout.filler_cells = 2164
syn2layout_area_growth_pct = 9.209
mostFrequentLayoutCells = nor2_1, nand3_1, dfxtp_1, dfrtp_1

[timing]
rsz0062_at_grt = false
fin_crit_ps = 1734
unclocked_pins = 51
fin_crit_sh = 0.2797
slew_headroom = 0.4419
hold_viol = 0
worst_slew_pin_slew_ps = 837.2
final-setup-viol-count = 0
finalSetupTns_ps = 0
untimed_endpoints = 67
report.final.slew_viol_count = 0
max_freq_mhz = 576.6
hold_ws_ps = 416.4
clock_skew_ps = 6.368
setup_ws_ps = 4466

[setup_path]
cp_max_fo = 5
worst_ep_arrival_time_ps = 1910
cp_slowest_cell = dfxtp_1
crit_chain = and3_1, and2_1, nand4_1, nor2_1, nand4_1, xnor2_1
crit_path_max_incr_delay_ps = 370
cp_data_required_time_ps = 6380
crit_top_cell = nand4_1
r2r_setup_slack_ps = 4470
critPathLaunchType = flop
endpoint_kind = flop
crit_type = flop to flop

[synthesis]
edf_count = 0
synth_area_per_cell_um2 = 8.785
async_reset_ff_frac = 0.5152
ys_area_um2 = 6563
ys_cells = 747
ys_seq_share = 0.3420
synth.distinct_cells = 79
syn_inst = 747
syn_area_um2 = 6563
ff_type = dfxtp_1
yosys_warnings = 3
synth_flops = 99

[min_path]
hp-class = flop to flop

[clock_tree]
root_buffer = clkbuf_16
hold_buffers = 0
cts-buffers-inserted = 5
cts_resized = 0
worstSkewPairLatency_ps = 280
cts_max_path_buffers = 2
htree_levels = 2
cts_tree = yes
clkTransAtPathRegs_ps = 60
post-cts-setup-buffers = 0

[detailed_routing]
insertedDiodeCount = 0
via_count = 5656
drcViolationCount = 0
ant_nets = 0
drt_iter0_markers = 336
drt_pass1_iterations = 5
routed_wl_um = 15910
routed_via_density = 5.513
wl_per_cell_um = 15.51

[grt]
antenna_found_initial = 0
grt_use_total = 0.1503
grt_pass1_vias = 5263
grt_pass1_wl_um = 26880
grt_start_max_net_pins = 83
grt.overflow.total = 0

[place]
gp_congestion = 0.8758
place_area_um2 = 7003
portBuffers = 19
dp_slack_ps = 4492
place_hpwl_um = 11830
dp.cells = 1018

[floorplan]
io_pins = 20
core_region_area_um2 = 21220
row_count = 53
die_w_um = 149.9
fp_util = 0.3093
die_height_um = 149.9
dieArea_um2 = 22470

[flow_run]
drv_cap = 0
warnings = 25

[power_and_ir_drop]
finalPower_mw = 0.6323
peakVddDrop_uv = 130.4
p_leak_nw = 2.709
power_density_nw_per_um2 = 88.23

[run_status]
status = finished, final reports clean
==> synth_stat cells (all sizes together) (10+ instances only) <==
| master | count | area [um^2] |
|---|---|---|
| o21ai | 28 | 140.1 |
| and2 | 11 | 68.82 |
| a21o | 14 | 105.1 |
| o211ai | 10 | 75.07 |
| nand2 | 43 | 161.4 |
| ha | 32 | 400.4 |
| xnor2 | 43 | 376.6 |
| nand3 | 48 | 240.2 |
| or3 | 24 | 150.1 |
| a31oi | 18 | 127.6 |
| and3 | 16 | 100.1 |
| nor4 | 13 | 81.33 |
| nor2 | 69 | 259.0 |
| clkbuf | 20 | 75.07 |
| dfrtp | 45 | 1126 |
| inv | 15 | 56.30 |
| a21oi | 42 | 214.0 |
| dfxtp | 48 | 960.9 |
| xor2 | 23 | 201.4 |
| nor3 | 18 | 90.09 |
==> cells by family (layout without fill, tap and decap cells) <==
kind of cell,Yosys count,after routing,synth area share
muxes,13,13,0.02116
and+or+nand+nor,294,294,0.2315
AOI/OAI and AO/OA,200,200,0.2246
DFF,99,99,0.3420
buffers and inverters,41,45,0.02555
adders and majority gates,34,34,0.06711
xor gates and xnor gates,66,66,0.08808
==> state kept, by name, indices dropped and copies added (netlist names) <==
signal and cells:
dirB 1, ledM3 16, ledM1A 16, clkdiv2.num 23
clkdiv1.num 25, dirA 1, dirC 1, ledM1B 16
==> layer usage <==
layer / track usage / share of wire
met1: 0.2269 / 0.48
met3: 0.02422 / 0.061
met4: 0.02273 / 0.015
met2: 0.2336 / 0.45
met5: 0 / 0
==> worst max-delay path, delay by kind of cell, from the launching register on <==
family | cells | cell delay (ps)
and+or+nand+nor | 5 | 1120
DFF | 1 | 370
xor gates and xnor gates | 1 | 140
==> final cells by class <==
cell class	instances	area (um^2)	share of cell area
repair buffers	22	207.7	0.02898
flip-flops and latches	99	2245	0.3132
clock inverters	2	35.03	0.004888
well taps	275	344.1	0.04801
inverters	15	56.30	0.007856
multi-input cells	607	4150	0.5791
clock buffers	6	128.9	0.01798
==> path summary, 6_finish.rpt <==
| check | startpoint | endpoint | cells past startpoint |
|---|---|---|---|
| setup / recovery | clkdiv1.num[2]$_DFF_P_ | clkdiv1.num[19]$_DFF_P_ | 6 |
| hold / removal | clkdiv2.num[0]$_DFF_P_ | clkdiv2.num[0]$_DFF_P_ | 1 |
| setup reg to reg | clkdiv1.num[2]$_DFF_P_ | clkdiv1.num[19]$_DFF_P_ | 6 |
| hold reg to reg | clkdiv2.num[0]$_DFF_P_ | clkdiv2.num[0]$_DFF_P_ | 1 |
==> report_power, final <==
group | switching, mW | internal, mW | total, mW
clock network | 0.103 | 0.189 | 0.292
logic | 0.0217 | 0.00901 | 0.0307
registers | 0 | 0.310 | 0.310
total | 0.124 | 0.508 | 0.632
