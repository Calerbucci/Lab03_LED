==> flow/config.mk <==
export PLATFORM = sky130hd
export DESIGN_NAME = lab03_1
export DESIGN_NICKNAME = lab03_1
export VERILOG_FILES = /design/flow/design.v
export SDC_FILE = /design/flow/constraint.sdc
export NUM_CORES = 4
export LEC_CHECK = 1
export CORE_AREA = 10 10 107 107
export DIE_AREA = 0 0 117 117
==> flow/constraint.sdc <==
current_design lab03_1

set clk_period 4.6
set clk_io_pct 0.2

create_clock -name clk0 -period $clk_period [get_ports {clk}]

set non_clock_inputs [all_inputs -no_clocks]
set_input_delay [expr $clk_period * $clk_io_pct] -clock clk0 $non_clock_inputs
set_output_delay [expr $clk_period * $clk_io_pct] -clock clk0 [all_outputs]
==> flow/design.v <==
`timescale 1ns / 1ps
module clock_divider(clk,clk_div);
    input clk;
    output clk_div;
    parameter n = 26;
    reg[n-1:0]num;
    wire[n-1:0]next_num;
    always@(posedge clk)begin
        num <= next_num;
    end
    assign next_num = num + 1;
    assign clk_div = num[n-1];
endmodule
module lab03_1(clk,rst,en,dir,led);
    input clk,rst,en,dir;
    output[15:0] led;
    reg[15:0]led_next = 0;
    reg[15:0]led = 0;
    wire clk_div;
    clock_divider div(.clk(clk), .clk_div(clk_div));
    always@(posedge clk_div)begin
        led <= led_next;
    end
    always@(*)begin
        if(rst == 1)begin
            led_next = 16'b1000000000000000;
        end
        else begin
            if(en == 1 && dir == 0)begin
                led_next[14:0] = led[15:1];
                led_next[15] = led[0];
            end
            else if(en ==1 && dir == 1)begin
                led_next[0] = led[15];
                led_next[15:1] = led[14:0];
            end
            else begin
                led_next = led;
            end
        end
    end
endmodule
==> flow/run.sh <==
#!/bin/bash
# OpenROAD 26Q1-2900-gdf79404cd8, Yosys 0.63+post, stock flow scripts
make -C /OpenROAD-flow-scripts/flow DESIGN_CONFIG=/design/flow/config.mk WORK_HOME=/design/flow/orfs finish
==> results.cfg <==
; flow metrics
[power_and_ir_drop]
p_sw_uw = 78.52
internal_power_uw = 312.3
p_comb_frac = 0.060
powerDensity_nw_per_um2 = 188.7
power_frac_clock = 0.363
seqPwrFrac = 0.577
vdd_ir_drop_max_mv = 0.1579
sw_frac_of_total = 0.2009
leakagePower_uw = 0.0007541

[clock_tree]
clock_latency_ns = 0.26
cts_tree = done
numCtsBuffers = 3
path_clk_slew_ns = 0.08
htreeDepth = 1
root_buffer = clkbuf_8
cts_setup_buffers = 0
postCtsResizedCells = 0
cts_buffer_depth = 2
hold_buffers = 0

[timing]
slew_headroom = 0.5799
fmax_mhz = 654.8
tightest_slew_ns = 0.6282
unclocked_pins = 16
skew_ns = 0.003657
untimed_endpoints = 32
post-route-period-util = 0.3320
hold_violations = 0
setup_viol = 0
setup_ws_ns = 3.073
slew_violations = 0
whs_ns = 0.4187
rsz0062_at_grt = no
period_minus_slack_ns = 1.527
setup_tns_ns = 0

[yosys]
netlist_logic_family_top = simple AND/OR/NAND/NOR gates
synth-simple-area-share = 0.1903
synth_flops = 42
topCellsByArea = dfxtp_1 50%, mux2i_1 9.4%, xnor2_1 7.7%
top_area_frac = 0.4956
ys_area_um2 = 1697
aoi_share = 0.06932
synthDistinctLibCells = 22
synth_area_per_cell_um2 = 10.28
synth_cells = 165
ys_sh_xor = 0.1239
mux_area_frac = 0.09440
yosys.area.top_type = dfxtp_1
yosys.stat.seqShare = 0.4956
ys.warnings.count = 2
ys_cells = 165
synth_area_um2 = 1697
synthAdderAreaFrac = 0.007375

[detailed_routing]
ant_nets = 0
dr.pass1.iters = 4
antenna_cells = 0
via_per_inst = 3.949
wl_um = 3020
wire_per_inst_um = 10.24
drt_iter0_drc = 90
vias = 1165
drc = 0

[final_layout]
syn_to_final_growth_pct = 22.05
final_cell_count_no_fill = 295
final_area_um2 = 2071
mostFrequentLayoutCells = 42 x dfxtp_1, 21 x nor2_1, 19 x clkdlybuf4s50_1
layout-drive-gt1-share = 0.06522
layout_top_cell = dfxtp_1

[placed_design]
hpwl_um = 2138
preCtsSetupSlack_ns = 3.087
io_buffers = 19
postPlaceCellArea_um2 = 2016
placed_cells = 291
place.gp.congestion = 0.7727

[global_routing]
grt_pass1_vias = 1103
grt_antenna_before_repair = 0
overflow = 0
globalRouteTotalUtil = 0.04430
grt_start_max_net_pins = 33
grt_pass1_wl_um = 5181

[critical_path]
cp_slowest_stage_delay_ns = 0.38
r2r-end = div.num[24]$_DFF_P_
crit_arrival_ns = 1.69
startpoint_type = flip-flop
reg2reg_depth = 5
r2r_slack_ns = 3.07
crit_chain = ha_1 > nand3_1 > nor4_1 > nand3_1 > xnor2_1
r2r_start = div.num[0]$_DFF_P_
path_class = reg -> reg
crit_top_cell = nand3_1
worst-path-max-fanout = 4
endpoint_kind = flip-flop
cp_slowest_cell = dfxtp_1
cp.required_ns = 4.76

[flow_run]
max_cap_viol_count = 0
log.warning_count = 25

[min_path]
whs_endpoint = div.num[0]$_DFF_P_
hp-start = div.num[0]$_DFF_P_
hold_depth = 1
hold_class = reg -> reg

[floorplan]
fp_util = 0.1845
dieWidth_um = 117
core_area_um2 = 9196
dieArea_um2 = 13690
ios = 20
die_y_um = 117
rows = 35

[status]
status = completed
worst max-delay path, delay by kind of cell (launching register included):
family                     cells  cell delay (ns)
xor gates and xnor gates       1             0.14
DFF                            1             0.38
adders and majority gates      1             0.24
and+or+nand+nor                3             0.66
cell usage after synthesis:
cell / n
and3_1: 3
ha_1: 1
nand3_2: 1
xnor2_1: 15
dfxtp_1: 42
nand3_1: 12
or2_2: 1
buf_2: 2
a211oi_1: 15
inv_1: 2
nand4_1: 6
clkbuf_1: 4
nor4_1: 1
nor4_2: 2
nor4_4: 1
nor3_1: 3
xor2_1: 9
nand2_1: 6
nand4_4: 1
nor2_1: 21
mux2i_1: 16
a21oi_1: 1
power by group through the flow:
| stage | combinational, uW | sequential [uW] | clock, uW |
|---|---|---|---|
| finish | 23.4 | 226 | 142 |
| CTS | 23.6 | 226 | 145 |
| global route | 25.9 | 226 | 157 |
state kept, by name, indices dropped and copies added, names as in the netlist:
| register | flops |
|---|---|
| div.num | 26 |
| led | 16 |
cell type report:
cell class | instances | area [um2]
Fill cell | 971 | 7126
Sequential cell | 42 | 840.8
Multi-Input combinational cell | 115 | 823.3
Timing Repair Buffer | 21 | 205.2
Tap cell | 111 | 138.9
Clock buffer | 4 | 55.05
Inverter | 2 | 7.507
logic make-up after synthesis:
kind of cell | Yosys count
multiplexers | 16
AND/OR/NAND/NOR | 58
flip-flops | 42
adder cells (fa/ha/maj) | 1
XOR/XNOR | 24
AND-OR/OR-AND | 16
buffers and inverters | 8
how the worst max path moves through the flow:
stage                              start             endpoint  slack [ns]  cells past startpoint
final                 div.num[0]$_DFF_P_  div.num[24]$_DFF_P_        3.07                      5
after global routing  div.num[0]$_DFF_P_  div.num[24]$_DFF_P_        2.87                      5
after CTS             div.num[0]$_DFF_P_  div.num[24]$_DFF_P_        3.06                      5
per-layer routing:
| layer | routed length [um] | GRT usage | up-vias |
|---|---|---|---|
| li1 | - | - | 622 |
| met1 | 1566 | 0.06634 | 521 |
| met2 | 1198 | 0.06374 | 22 |
| met3 | 255 | 0.01445 | 0 |
| met4 | 0 | 0.002471 | 0 |
| met5 | 0 | 0 | - |
per-stage QoR:
stage | power [uW] | utilization
after floorplan | 248.1 | -
after global routing | 408.5 | 0.2252
after global placement | 253.7 | 0.2192
after detailed placement | 254.3 | 0.2192
final | 390.8 | 0.2252
after CTS | 394.7 | 0.2252
Power and IR drop assume default switching activity.
