File: run.sh
#!/bin/bash
# OpenROAD 26Q1-2900-gdf79404cd8, Yosys 0.63+post, stock flow scripts
make -C /OpenROAD-flow-scripts/flow DESIGN_CONFIG=/design/flow/config.mk WORK_HOME=/design/flow/orfs finish
File: constraint.sdc
current_design lab3_2

set clk_period 4.3
set clk_io_pct 0.2

create_clock -name clk0 -period $clk_period [get_ports {clk}]

set non_clock_inputs [all_inputs -no_clocks]
set_input_delay [expr $clk_period * $clk_io_pct] -clock clk0 $non_clock_inputs
set_output_delay [expr $clk_period * $clk_io_pct] -clock clk0 [all_outputs]
File: config.mk
export PLATFORM = sky130hd
export DESIGN_NAME = lab3_2
export DESIGN_NICKNAME = lab3_2
export VERILOG_FILES = /design/flow/design.v
export SDC_FILE = /design/flow/constraint.sdc
export NUM_CORES = 4
export LEC_CHECK = 1
export CORE_UTILIZATION = 40
File: design.v
`timescale 1ns / 1ps
module clock_divider(clk,clk_div);
    input clk;
    output clk_div;
    parameter n = 26;
    reg[n-1:0]num;
    wire[n-1:0]next_num;
    always@(posedge clk)begin
        num <= next_num;
    end
    assign next_num = num + 1;
    assign clk_div = num[n-1];
endmodule
module lab03_1(clk,rst,en,dir,led);
    input clk,rst,en,dir;
    output[15:0] led;
    reg[15:0]led_next = 0;
    reg[15:0]led = 0;
    wire clk_div;
    clock_divider div(.clk(clk), .clk_div(clk_div));
    always@(posedge clk_div)begin
        led <= led_next;
    end
    always@(*)begin
        if(rst == 1)begin
            led_next = 16'b1000000000000000;
        end
        else begin
            if(en == 1 && dir == 0)begin
                led_next[14:0] = led[15:1];
                led_next[15] = led[0];
            end
            else if(en ==1 && dir == 1)begin
                led_next[0] = led[15];
                led_next[15:1] = led[14:0];
            end
            else begin
                led_next = led;
            end
        end
    end
endmodule
`timescale 1ns / 1ps
module lab3_2(clk, rst, en, speed ,led);
input clk;
input rst;
input en;
input speed;
output [15:0] led;
reg [15:0] ledM1;
reg [15:0] ledM3 ;
reg [15:0] led_nextM1;
reg [15:0] led_nextM3 ;
wire clk_div23;                     
wire clk_div25;
wire tmp_clock1, tmp_clock2;
clock_divider #(25) clkdiv1(.clk(clk), .clk_div(clk_div25));
clock_divider #(23) clkdiv2(.clk(clk), .clk_div(clk_div23));
assign tmp_clock1 = (speed == 0)? clk_div25: clk_div23;
assign tmp_clock2 = (speed == 0)? clk_div23: clk_div25;
always@(posedge tmp_clock1,posedge rst) begin
    if(rst)begin
        ledM3 = 16'b0000000000000111;
    end
    else begin
      ledM3 = led_nextM3;
    end
end
always@(posedge tmp_clock2, posedge rst) begin
    if(rst) begin
        ledM1 = 16'b1000000000000000;
    end
    else begin
     ledM1 = led_nextM1;
    end
end
always@(*) begin
            led_nextM1 = ledM1;
            led_nextM3 = ledM3;            
         if (en == 1) begin
            if(speed == 0 ) begin
                if(ledM1 == 16'b0000000000000001) begin
                     led_nextM1 = 16'b1000000000000000;
                end
                else begin
                     led_nextM1 = led_nextM1 >> 1;
                end
                if(ledM3 ==  16'b1110000000000000  ) begin
                    led_nextM3 = 16'b1100000000000001;
                    end
                else if(ledM3 ==  16'b1100000000000001)begin
                    led_nextM3 = 16'b1000000000000011;
                    end
                else if(  ledM3 == 16'b1000000000000011)begin
                    led_nextM3 = 16'b0000000000000111;
                end
                else begin
                    led_nextM3 =  led_nextM3 << 1;
                end         
            end
         if(speed == 1 ) begin
               if(ledM1 == 16'b0000000000000001) begin
                     led_nextM1 = 16'b1000000000000000;
                end
                else begin
                     led_nextM1 = led_nextM1 >> 1;
                end
                if(ledM3 ==  16'b1110000000000000  ) begin
                    led_nextM3 = 16'b1100000000000001;
                    end
                else if(ledM3 ==  16'b1100000000000001)begin
                    led_nextM3 = 16'b1000000000000011;
                    end
               else  if(  ledM3 == 16'b1000000000000011)begin
                    led_nextM3 = 16'b0000000000000111;
                end
                else begin
                    led_nextM3 =  led_nextM3 << 1;
                end  
        end
    end
end 
assign led = ledM1 | ledM3;
endmodule
==> flow_summary.html <==
<h2>Synthesis and place &amp; route</h2>
<table>
<tr><th>Metric</th><th>Value</th></tr>
<tr><th colspan="2">Drt</th></tr>
<tr><td>Per-cell routed wire length</td><td>around 12 microns</td></tr>
<tr><td>DR vias</td><td>about 2000</td></tr>
<tr><td>Detailed Routing Iterations Pass 1</td><td>4</td></tr>
<tr><td>Detail Route Antenna Nets</td><td>0</td></tr>
<tr><td>Count of unresolved DRC violations after routing</td><td>0</td></tr>
<tr><td>Vias per std cell</td><td>~4.8</td></tr>
<tr><td>Initial DRC Count</td><td>71</td></tr>
<tr><td>DRT Wirelength</td><td>4770 microns</td></tr>
<tr><td>Diode insertion count for antenna repair</td><td>0</td></tr>
<tr><th colspan="2">Pwr</th></tr>
<tr><td>Share of total power consumed by net switching</td><td>0.210</td></tr>
<tr><td>Static leakage power</td><td>approximately 0.0015 uW</td></tr>
<tr><td>Int Power</td><td>585 uW</td></tr>
<tr><td>Switching power summed over all nets</td><td>approximately 160 uW</td></tr>
<tr><td>Clock share of power</td><td>0.369</td></tr>
<tr><td>Max IR drop VDD</td><td>between 0.1 and 0.15 mV</td></tr>
<tr><td>Combinational Power Share</td><td>0.031</td></tr>
<tr><td>Total power density per cell area</td><td>205 nW/um^2</td></tr>
<tr><td>Fraction of power consumed by sequential logic</td><td>0.600</td></tr>
<tr><th colspan="2">Placement</th></tr>
<tr><td>RePlAce Congestion</td><td>about 0.76</td></tr>
<tr><td>Number of buffers added on ports</td><td>19</td></tr>
<tr><td>Post-placement setup slack</td><td>roughly 2.6 ns</td></tr>
<tr><td>Final HPWL from detailed placement</td><td>about 3500 microns</td></tr>
<tr><th colspan="2">Timing</th></tr>
<tr><td>Final tally of max-slew violations</td><td>0</td></tr>
<tr><td>Number of hold violations in the final report</td><td>0</td></tr>
<tr><td>Count of endpoints without a timing constraint</td><td>48</td></tr>
<tr><td>Final critical-path share of the clock period</td><td>0.405</td></tr>
<tr><td>Min cycle time layout</td><td>1.74 ns</td></tr>
<tr><td>Final setup vio count</td><td>0</td></tr>
<tr><td>Setup total negative slack</td><td>0 ns</td></tr>
<tr><td>Worst setup margin</td><td>roughly 2.6 ns</td></tr>
<tr><td>Clock skew</td><td>~0.0077 ns</td></tr>
<tr><td>Least-Margin Pin Slew</td><td>approximately 0.67 ns</td></tr>
<tr><td>Fmax</td><td>roughly 570 MHz</td></tr>
<tr><td>Register pins left without a clock</td><td>32</td></tr>
<tr><td>Setup repair after global routing missed its margin</td><td>no</td></tr>
<tr><td>Slew margin rel.</td><td>0.547</td></tr>
<tr><th colspan="2">Synthesis</th></tr>
<tr><td>Avg Inst Size Synth</td><td>around 11 sq um</td></tr>
<tr><td>Yosys reg bits</td><td>80</td></tr>
<tr><td>Dominant cells by area after synthesis</td><td>sky130_fd_sc_hd__dfxtp_1 30%, sky130_fd_sc_hd__dfrtp_1 22%, sky130_fd_sc_hd__xnor2_1 8.2%</td></tr>
<tr><td>Post-synthesis chip area from yosys</td><td>3210 sq um</td></tr>
<tr><td>Number of cells in the yosys synthesis report</td><td>285</td></tr>
<tr><td>Most common cell in the synthesized netlist</td><td>sky130_fd_sc_hd__dfxtp_1</td></tr>
<tr><td>Leading cell types by count after synthesis</td><td>48 x sky130_fd_sc_hd__dfxtp_1, 30 x sky130_fd_sc_hd__xnor2_1, 28 x sky130_fd_sc_hd__dfrtp_1, 21 x sky130_fd_sc_hd__mux2_2, 20 x sky130_fd_sc_hd__nand3_1</td></tr>
<tr><td>Unique cell types</td><td>28</td></tr>
<tr><td>Flip-flops with a built-in enable</td><td>0</td></tr>
<tr><td>Primary flip-flop cell chosen by synthesis mapping</td><td>sky130_fd_sc_hd__dfxtp_1</td></tr>
<tr><td>Number of warnings reported in the yosys synthesis log</td><td>3</td></tr>
<tr><td>Post-synth top area cell</td><td>sky130_fd_sc_hd__dfxtp_1</td></tr>
<tr><td>Cell Area, Synth</td><td>about 3200 sq um</td></tr>
<tr><td>Async set-reset flop share out of synthesis</td><td>0.400</td></tr>
<tr><td>Share of synthesized area occupied by flip-flops and latches</td><td>0.551</td></tr>
<tr><td>Instance tally after logic synthesis</td><td>roughly 290</td></tr>
<tr><td>Area leader share</td><td>0.300</td></tr>
<tr><th colspan="2">Worst setup path</th></tr>
<tr><td>Startpoint type of the worst setup path</td><td>flip-flop</td></tr>
<tr><td>Data arrival time at the worst-slack endpoint</td><td>between 1.5 and 2 ns</td></tr>
<tr><td>Capturing element type of the critical path</td><td>flip-flop</td></tr>
<tr><td>Critical path class</td><td>reg2reg</td></tr>
<tr><td>Worst Path Required</td><td>approximately 4.5 ns</td></tr>
<tr><td>Worst Path Max Fanout</td><td>6</td></tr>
<tr><th colspan="2">GRT</th></tr>
<tr><td>Congestion Overflow GR</td><td>0</td></tr>
<tr><td>Global routing usage summed across all routing layers</td><td>0.125</td></tr>
<tr><td>Number of antenna violations at the first check in global routing</td><td>0</td></tr>
<tr><td>Global-route wire length before repair</td><td>roughly 8500 microns</td></tr>
<tr><td>Maximum number of pins on one net before global-route repair</td><td>33</td></tr>
<tr><td>Via count of the first global-routing pass</td><td>between 1500 and 2000</td></tr>
<tr><th colspan="2">Clocking</th></tr>
<tr><td>Post-CTS setup buffer count</td><td>0</td></tr>
<tr><td>Root Buffer</td><td>sky130_fd_sc_hd__clkbuf_8</td></tr>
<tr><td>Maximum buffer depth of the clock tree</td><td>2</td></tr>
<tr><td>CTS tree</td><td>yes</td></tr>
<tr><td>Number of buffers added to fix hold violations after cts</td><td>0</td></tr>
<tr><td>CTS resizes</td><td>0</td></tr>
<tr><td>CTS Buf Count</td><td>5</td></tr>
<tr><td>Clock-pin slew reported for the worst setup and hold paths after clock tree synthesis</td><td>roughly 0.080 ns</td></tr>
<tr><td>H-tree levels</td><td>2</td></tr>
<tr><td>Clock Latency Late Sink</td><td>around 0.3 ns</td></tr>
<tr><th colspan="2">Run</th></tr>
<tr><td>OpenROAD warning count</td><td>25</td></tr>
<tr><td>Number of maximum-capacitance constraint violations</td><td>0</td></tr>
<tr><th colspan="2">Floorplan</th></tr>
<tr><td>Boundary Pins</td><td>20</td></tr>
<tr><td>Placeable core region</td><td>7730 sq um</td></tr>
<tr><td>Die W</td><td>91.5 microns</td></tr>
<tr><td>Chip area</td><td>around 8400 sq um</td></tr>
<tr><td>Initial cell density of the core</td><td>0.415</td></tr>
<tr><td>Row count</td><td>32</td></tr>
<tr><td>Overall die height</td><td>roughly 92 microns</td></tr>
<tr><th colspan="2">Finish</th></tr>
<tr><td>Ratio of cells with drive above 1 in the final layout</td><td>0.184</td></tr>
<tr><td>Layout overhead on the synthesized area</td><td>12.7%</td></tr>
<tr><td>Area of the multi-input gates</td><td>1370 sq um</td></tr>
<tr><td>Filler cell count</td><td>slightly above 700</td></tr>
<tr><td>Flip-flop and latch area</td><td>between 1500 and 2000 sq um</td></tr>
<tr><th colspan="2">Outcome</th></tr>
<tr><td>Outcome</td><td>completed</td></tr>
<tr><th colspan="2">Min path</th></tr>
<tr><td>Worst hold path class</td><td>reg2reg</td></tr>
</table>
-- worst paths after layout --
kind / from / to / slack (ns) / cells past startpoint
setup / recovery: clkdiv2.num[0]$_DFF_P_ / clkdiv2.num[22]$_DFF_P_ / 2.56 / 5
hold / removal: clkdiv2.num[0]$_DFF_P_ / clkdiv2.num[0]$_DFF_P_ / 0.42 / 1
setup reg to reg: clkdiv2.num[0]$_DFF_P_ / clkdiv2.num[22]$_DFF_P_ / 2.56 / 5
hold reg to reg: clkdiv2.num[0]$_DFF_P_ / clkdiv2.num[0]$_DFF_P_ / 0.42 / 1
-- cell type report --
class | count | area share
flip-flops and latches | 80 | 0.489
multi-input cells | 188 | 0.379
repair buffers | 22 | 0.0589
well taps | 102 | 0.0353
clock buffers | 6 | 0.0229
inverters | 11 | 0.0114
clock inverters | 2 | 0.00381
-- flip-flops by register name, indices dropped and copies added (netlist names) --
name	count
ledM1	16
ledM3	16
clkdiv2.num	23
clkdiv1.num	25
-- critical path, stage by stage, from the launching register on --
cell	delay, ns
sky130_fd_sc_hd__dfxtp_1	0.39
sky130_fd_sc_hd__ha_1	0.26
sky130_fd_sc_hd__inv_1	0.06
sky130_fd_sc_hd__nor3_1	0.57
sky130_fd_sc_hd__nand3_1	0.18
sky130_fd_sc_hd__xnor2_1	0.17
-- per-stage QoR --
step                      power, uW  instances  hold slack [ns]  instance area (sq um)   util
final                           741        411            0.423                   3610  0.467
after detailed placement        479        403            0.403                   3520  0.455
after CTS                       756        411            0.423                   3610  0.467
after floorplan                 471        285            0.383                   3210      -
after global placement          479        403            0.392                   3520  0.455
after global routing            778        411            0.440                   3610  0.467
-- routing by layer --
metal	part of all wire	up-vias	track usage
li1	-	1034	-
met1	0.53	927	0.201
met2	0.43	18	0.192
met3	0.028	4	0.0204
met4	0.0080	0	0.0119
met5	0	-	0
-- placed cells by master, fill, tap and decap left out, types with 10 or more instances in the layout --
cell type	instances
sky130_fd_sc_hd__nor3_1	11
sky130_fd_sc_hd__clkdlybuf4s50_1	19
sky130_fd_sc_hd__dfrtp_1	28
sky130_fd_sc_hd__xor2_1	15
sky130_fd_sc_hd__dfxtp_1	48
sky130_fd_sc_hd__nor2_1	10
sky130_fd_sc_hd__nand4_1	12
sky130_fd_sc_hd__mux2_2	21
sky130_fd_sc_hd__nand3_1	20
sky130_fd_sc_hd__a22o_1	10
sky130_fd_sc_hd__or2_2	17
sky130_fd_sc_hd__inv_1	11
sky130_fd_sc_hd__xnor2_1	30
sky130_fd_sc_hd__nand2_1	18
-- cells by family after synthesis --
kind of cell / after synthesis / synth area share
DFF: 80 / 0.551
xor gates and xnor gates: 45 / 0.123
AOI/OAI and AO/OA: 14 / 0.0367
and+or+nand+nor: 106 / 0.185
buffers and inverters: 17 / 0.0222
muxes: 21 / 0.0738
adders and majority gates: 2 / 0.00781
-- power groups by stage --
stage         combinational, uW  clock (uW)  sequential (uW)
CTS                        24.0         288              444
global route               25.7         308              445
finish                     23.0         273              444
No activity file was given, so power comes from the tool's default toggle rates.
